==> flow/design.v <==
module signed_dadda_multiplier (
    input  signed [31:0] A,
    input  signed [31:0] B,
    output signed [63:0] P
);
    wire [63:0] pp [0:31];
    genvar i;
    generate
        for (i = 0; i < 31; i = i + 1) begin : gen_pp
            assign pp[i] = {(64){B[i]}} & {{(32-i){A[31]}}, A[31:0], {i{1'b0}}};
        end
        assign pp[31] = {(64){B[31]}} & ~{{32{A[31]}}, A[31:0], {31{1'b0}}} + {{63{1'b0}}, 1'b1};
    endgenerate
    wire signed [63:0] sum1 [0:15];
    generate
        for (i = 0; i < 16; i = i + 1) begin : level1
            assign sum1[i] = pp[2*i] + pp[2*i+1];
        end
    endgenerate
    wire signed [63:0] sum2 [0:7];
    generate
        for (i = 0; i < 8; i = i + 1) begin : level2
            assign sum2[i] = sum1[2*i] + sum1[2*i+1];
        end
    endgenerate
    wire signed [63:0] sum3 [0:3];
    generate
        for (i = 0; i < 4; i = i + 1) begin : level3
            assign sum3[i] = sum2[2*i] + sum2[2*i+1];
        end
    endgenerate
    wire signed [63:0] sum4 [0:1];
    generate
        for (i = 0; i < 2; i = i + 1) begin : level4
            assign sum4[i] = sum3[2*i] + sum3[2*i+1];
        end
    endgenerate
    assign P = sum4[0] + sum4[1];
endmodule  
==> flow/run.sh <==
#!/bin/bash
# OpenROAD 26Q1-2900-gdf79404cd8, Yosys 0.63+post, stock flow scripts
make -C /OpenROAD-flow-scripts/flow DESIGN_CONFIG=/design/flow/config.mk WORK_HOME=/design/flow/orfs finish
==> flow/config.mk <==
export PLATFORM = sky130hd
export DESIGN_NAME = signed_dadda_multiplier
export DESIGN_NICKNAME = signed_dadda_multiplier
export VERILOG_FILES = /design/flow/design.v
export SDC_FILE = /design/flow/constraint.sdc
export NUM_CORES = 4
export LEC_CHECK = 1
export CORE_UTILIZATION = 50
==> flow/constraint.sdc <==
current_design signed_dadda_multiplier

set clk_period 22.2
set clk_io_pct 0.2

create_clock -name clk0 -period $clk_period

set non_clock_inputs [all_inputs -no_clocks]
set_input_delay [expr $clk_period * $clk_io_pct] -clock clk0 $non_clock_inputs
set_output_delay [expr $clk_period * $clk_io_pct] -clock clk0 [all_outputs]
==> notes.md <==
Physical implementation.

- The overall track demand over capacity in global routing is 0.308.
- The count of unresolved DRC violations after routing is 0.
- The total number of vias is 25,181.
- The data required time reported for the critical path is 17.76 ns.
- At the placement stage, the worst setup path has a slack of 4.34 ns.
- Antenna repair during routing inserted a diode count of 0.
- Relative to the synthesized area, the layout overhead comes to 5.95%.
- Of the total synthesized cell area, the portion taken by AND-OR and OR-AND cells is 0.0345.
- The setup total negative slack is 0 ns.
- The count of nets left with antenna violations once routing finished came out at 0.
- For this run, the final setup violation count is recorded as 0.
- The mux share of post-synthesis cell area is 0.000286.
- Per the layout area report, the register area comes to 0 um^2.
- The share of the Yosys chip area taken by registers is 0.
- The start-to-end type of the worst setup path is primary input to primary output.
- The script logs the mean routed wire length per placed instance as 19.2 um.
- The simple logic cell fraction of the synthesized area is 0.156.
- The yosys stat chip area is 34,900 um^2.
- The synthesized netlist was found by Yosys to have 3,924 cells.
- The first global-routing pass estimated 153 mm of wire.
- The number of flip-flops and latches is 0.
- The per-instance average area after synthesis is 8.91 um^2.
- The number of buffers inserted by hold repair at cts is 0.
- Setup slack closes at 4.06 ns.
- The number of warnings printed during yosys synthesis is 1.
- The final critical delay including setup and external delays is 18.14 ns.
- The effective utilization at floorplan is 0.508.
- The critical path startpoint category is a primary input.
- Once the clock tree was built, the resizer swapped 0 gates to a different size.
- The per-cell via count in the routed design is 5.22.
- The max-capacitance violation count is 0.
- The number of global-route vias before repair is 27,635.
- In the finished layout, the clock tree contains a buffer count of 0.
- The worst path arrival time is 13.70 ns.
- The initial antenna violation count is 1.
- Pins over their slew limit in the final report were tallied at 0.
- According to the floorplan report, the total die area is 71,000 um^2.
- The critical path capture point type is a primary output.
- The layout summary lists the proportion of cells stronger than drive strength 1 as 0.0221.
- Per the gpl log, the routability congestion estimate is 0.995.
- The post-layout period usage of the worst path is 0.817.
- The core region is 68,800 um^2.
- The HPWL after detailed placement is 74.7 mm.
- For this block, the routed nets add up to 92.7 mm of wire.
- Entering global routing, the biggest net connects 38 pins.
- Across all stage logs, warnings added up to 35.
- After the flow finishes, the layout carries non-filler instances totaling 4,822.
- The pin closest to its max-slew limit shows a slew of 1.26 ns.
- The width of the die is 266 um.
- The number of detailed-routing iterations run before antenna repair is 5.
- The height of the die is 266 um.
- The post-synthesis adder-cell area fraction is 0.656.
- In the final report, the number of hold violations comes to 0.
- The floorplan has 96 rows.
- The run finished with clean final reports.
- The number of post-CTS setup repair buffers is 0.
- Setup repair after global routing left no endpoint under its margin.
- Per the GRT congestion report, total overflow comes to 0.
- The violation count after the first detailed-routing iteration is 981.
- The highest clock rate this design can be run at is 55.1 MHz.
- The count of buffers from port buffering is 128.
- The total instance count after detailed placement is 4,822.
- The cell-mix breakdown from Yosys lists the XOR/XNOR area share as 0.0188.
- The cell count after synthesis is 3,924.
- According to the I/O placement log, the pin count is 128.
- The dominant kind of combinational cell is adder cells.
- The relative max-transition margin is 0.159.
- The mapped cell area is 34,900 um^2.
- In this run, distinct cell masters in the synthesized netlist total 65.
- Note that the worst hold path type here is primary input to primary output.
- Of all nets on the critical path, the largest fanout is 37.
==> worst max-delay path, stage by stage <==
cell and delay (ns):
clkdlybuf4s50_1 0.45, buf_4 0.51, nand2_1 0.17, fa_1 0.56
inv_1 0.05, fa_1 0.52, inv_1 0.05, fa_1 0.48
fa_1 0.45, fa_1 0.51, inv_1 0.05, fa_1 0.43
ha_1 0.29, ha_1 0.28, ha_1 0.35, a21o_1 0.18
a21o_1 0.17, a21oi_1 0.97, nand2_1 0.40, a31oi_1 0.64
o211ai_1 0.30, a31oi_1 0.43, o21bai_1 0.15, xnor2_1 0.31
clkdlybuf4s50_1 0.55
==> cell type report <==
| cell class | count | area [um^2] |
|---|---|---|
| fill | 6499 | 31800 |
| inverter | 1015 | 3810 |
| tap | 931 | 1160 |
| multi-input combinational | 2678 | 30200 |
| timing repair buffer | 198 | 1810 |
==> layout by cell type (no fill, tap or decap), types with 6 or more instances in the layout <==
master              n
o211ai_1            7
ha_1              153
nand4_1            16
nand3_1            17
buf_4              70
nand2_1           834
xor2_1             25
nand2b_1            6
and3_1              8
o21ai_0            37
a211oi_1            6
a21oi_1            59
clkdlybuf4s50_1   128
o21bai_1           14
and2_1            226
a31oi_1             6
fa_1             1049
o31ai_1             6
nor3_1             18
nor2_1             39
or3_1              14
xnor2_1            50
inv_1            1015
nor2b_1             9
a21o_1             25
==> path summary, 6_finish.rpt <==
| check | from | endpoint | slack, ns | depth (start not counted) |
|---|---|---|---|---|
| max | A[3] | P[51] | 4.06 | 25 |
| min | B[0] | P[0] | 10.17 | 4 |
==> cell families after synthesis <==
| family | count (synthesis) |
|---|---|
| and+or+nand+nor | 1212 |
| muxes | 1 |
| AOI/OAI and AO/OA | 188 |
| xor gates and xnor gates | 75 |
| buffers and inverters | 1246 |
| adders and majority gates | 1202 |
==> metrics by stage <==
| stage | cell area (um^2) | util | hold WS [ns] |
|---|---|---|---|
| after floorplan | 34900 | - | 8.96 |
| after global placement | 37000 | 0.538 | 10.17 |
| after detailed placement | 37000 | 0.538 | 10.17 |
| after CTS | 37000 | 0.538 | 10.18 |
| after global routing | 37000 | 0.538 | 10.21 |
| final | 37000 | 0.538 | 10.17 |
==> Yosys cell counts, drive strengths merged (2+ instances only) <==
master	n	area, um^2
a221o	3	30.0
or3	15	98.8
nor2	39	146
and3	8	50.1
nor3	19	106
a211oi	7	57.6
o41ai	2	25.0
o211ai	7	52.6
nand3	17	85.1
buf	20	98.9
nor2b	9	56.3
a21oi	59	295
xor2	25	219
and2	226	1410
nand4	16	100
nand2b	8	60.1
o21ai	39	195
a31oi	6	37.5
o21a	4	30.0
a41oi	2	17.5
nor4	9	116
xnor2	50	438
or4	2	18.8
fa	1049	21000
o31ai	6	45.0
ha	153	1910
nand2	835	3140
o21bai	14	105
clkbuf	211	792
a221oi	2	17.5
inv	1015	3810
or2	3	18.8
a21o	25	188
==> per-layer routing <==
metal	vias to the layer above	track usage	routed length, um
met4	6	0.0440	1760
met5	-	0.0263	249
met3	92	0.153	11700
met1	12971	0.471	37200
li1	11013	-	-
met2	1099	0.436	41800
