### design/flow/config.mk
export PLATFORM = sky130hd
export DESIGN_NAME = signed32bit
export DESIGN_NICKNAME = signed32bit
export VERILOG_FILES = /design/flow/design.v
export SDC_FILE = /design/flow/constraint.sdc
export NUM_CORES = 4
export LEC_CHECK = 1
export CORE_UTILIZATION = 40
### design/flow/constraint.sdc
current_design signed32bit

set clk_period 14.8
set clk_io_pct 0.2

create_clock -name clk0 -period $clk_period [get_ports {clk}]

set non_clock_inputs [all_inputs -no_clocks]
set_input_delay [expr $clk_period * $clk_io_pct] -clock clk0 $non_clock_inputs
set_output_delay [expr $clk_period * $clk_io_pct] -clock clk0 [all_outputs]
### design/flow/design.v
module signed32bit(
  input  signed [31:0] a, x,
  input clk,
  output reg signed [63:0] out
);
  reg [5:0] step = 0;
  reg signed [63:0] partial;
	reg signed [63:0] temp_partial;
  always @(posedge clk) begin
    if (step == 0) begin
      partial <= {32'b0, x};
      step <= 1;
    end else begin
      temp_partial = partial;  
      if (temp_partial[0] == 1'b1) begin
        if (step == 32)  
          temp_partial[63:32] = temp_partial[63:32] - a;
        else
          temp_partial[63:32] = temp_partial[63:32] + a;
      end
      temp_partial = temp_partial >>> 1;
      partial <= temp_partial;  
      if (step == 32) begin
        out <= temp_partial;
        step <= 0;
      end else begin
        step <= step + 1;
      end
    end
  end
endmodule   
### design/flow/run.sh
#!/bin/bash
# OpenROAD 26Q1-2900-gdf79404cd8, Yosys 0.63+post, stock flow scripts
make -C /OpenROAD-flow-scripts/flow DESIGN_CONFIG=/design/flow/config.mk WORK_HOME=/design/flow/orfs finish
==> out/metrics.yaml <==
logic_synthesis:
  yosys_cells: 755
  synthAdderAreaFrac: 0.06276
  edf_count: 63
  yosysWarnings: 1
  ys_sh_simple: 0.2054
  yosys.area_share.aoi: 0.1624
  top_cell: "nand2_1"
  xor_share: 0.05413
  synthTopLogicFamily: "simple AND/OR/NAND/NOR gates"
  syn_area_um2: 7097
  synthArstFlopShare: 0
  syn_avg_cell_area_um2: 9.400
  yosys_area_um2: 7097
  top_area_frac: 0.2666
  synth_cells: 755
  synthMuxAreaShare: 0.02592
  ys_seq_frac: 0.4612
  ff_type: "dfxtp_1"
  ys_top_cells_by_count: "149 x nand2_1, 69 x dfxtp_1, 63 x edfxtp_1"
  ys_types: 72
  synth-seq-cells: 132
  top_area_cell: "edfxtp_1"
  synthTopCellsByArea: "edfxtp_1 27%, dfxtp_1 19%, nand2_1 7.9%"
floorplanning:
  die_area_um2: 18280
  num_io_pins: 129
  fp-row-count: 48
  core_area_um2: 17300
  fp_util: 0.4103
  die_h_um: 135.2
  die_x_um: 135.2
setup_path:
  reg2reg_from: "step[0]"
  timing.rr.end: "out[60]"
  cp-start-kind: "primary input"
  r2r.worst_path.cells: 16
  worstPathMaxFanout: 8
  cp-startpoint: "a[12]"
  rrSetupSlack_ns: 9.45
  crit_end: "out[60]"
  arrival_ns: 6.89
  path_class: "primary input to register"
  worstSetupEndpointType: "register"
  worst_ep_required_time_ns: 14.96
place:
  gp_congestion: 0.9151
  dp_hpwl_um: 12240
  portBuffers: 128
power_and_ir_drop:
  ir_worst_vdd_mv: 0.07375
  leakage_nw: 3.553
  total_power_uw: 834.1
  power_density_nw_per_um2: 91.07
global_route:
  track_usage: 0.1976
  grt_pass1_wl_um: 27050
  grt_overflow: 0
  grt_max_degree: 52
  antenna_found_initial: 0
  grt_pass1_vias: 5338
cells_and_area:
  area_growth_pct: 29.05
  drive_gt1_frac: 0.07865
clocking:
  ctsHoldBuffers: 0
  cts_setup_buffers: 0
  cts_tree: "yes"
  post_cts_resized: 0
  root_buffer: "clkbuf_16"
  htreeDepth: 4
  clkSinkCount: 132
  cts-buffers-inserted: 17
  clock_path_buffers: 2
  clk_latency_ns: 0.42
  clk_pin_slew_ns: 0.06
routing:
  drt_first_iter_violations: 303
  viasPerCell: 5.204
  dr.pass1.iters: 5
  ant_nets: 0
  num_vias: 5803
  drc: 0
  routed_wl_um: 16950
  drt-wirelength-per-cell_um: 15.20
  num_antenna_cells: 0
sta:
  hold_viol: 0
  period_minus_slack_ns: 6.733
  skew_ns: 0.01768
  grt_setup_unrepaired: "false"
  fmax_mhz: 148.5
  max_slew_margin: 0.5154
  tns_ns: 0
  finalSetupViolCount: 0
  worstMarginPinSlew_ns: 0.7251
  finalCritPeriodShare: 0.4549
  drv_slew: 0
outcome:
  status: "completed"
worst_hold_path:
  hold_class: "register to register"
job:
  drv_cap: 0
  warnings: 26
-- power breakdown --
part / switching (mW) / leakage, nW / internal, mW / total, mW
logic: 0.0239 / 2.21 / 0.0276 / 0.0515
clock network: 0.179 / 0.279 / 0.225 / 0.404
registers: 0.0000000000743 / 1.07 / 0.379 / 0.379
total: 0.203 / 3.55 / 0.631 / 0.834
-- metrics by stage --
step	hold WS (ns)	cell area, µm²	instances	worst slack (ns)	utilization
2_1_floorplan	0.4081	7097	755	8.395	-
3_5_place_dp	0.4126	8582	1083	7.618	0.4962
3_3_place_gp	0.4110	8582	1083	7.687	0.4962
5_1_grt	0.4365	9159	1115	7.856	0.5295
4_1_cts	0.4283	9159	1115	8.051	0.5295
6_report	0.4301	9159	1115	8.067	0.5295
-- layout make-up --
type	instances	area, µm²
fill	1487	8138
multi-input combinational	573	3633
tap	225	281.5
sequential	132	3273
clock buffer	17	425.4
clock inverter	15	151.4
timing repair buffer	133	1319
inverter	20	75.07
-- flip-flops by register name, summed over array words and instances (netlist names) --
name     flops
step         6
out         63
partial     63
-- metal layers --
| metal | GRT usage | wire length, µm |
|---|---|---|
| met5 | 0 | 0 |
| met1 | 0.3396 | 8679 |
| met2 | 0.2698 | 6836 |
| met4 | 0.02372 | 158 |
| met3 | 0.04467 | 1274 |
-- critical path, cell delays in order --
cell and delay, ns:
clkdlybuf4s50_1 0.45, or4_1 0.64, nor2_2 0.22, inv_1 0.09
o31a_1 0.31, xnor2_1 0.22, ha_1 0.37, a21o_1 0.22
a21o_1 0.19, a2111o_1 0.44, a41oi_2 0.21, and2b_1 0.14
a211oi_1 0.05, or3_1 0.37
-- logic make-up (layout without fill, tap and decap cells) --
logic type               Yosys count  count (layout)
AND/OR/NAND/NOR                  310             310
adder cells (fa/ha/maj)           35              35
flip-flops                       132             132
buffers and inverters             50             185
XOR/XNOR                          43              43
multiplexers                      16              16
AND-OR/OR-AND                    169             169
-- layout by cell type (no fill, tap or decap), types with 9 or more instances in the layout --
cell and n:
nor3_1 13, nand3_1 13, inv_1 19, nand2b_1 11, edfxtp_1 63, and2_1 16, nand4_1 9, o21ai_0 29
clkdlybuf4s50_1 128, dfxtp_1 69, nand2_1 149, ha_1 34, and3_1 11, xnor2_1 23, xor2_1 19, nor2b_1 13
a21oi_1 56, o31ai_1 9, a21o_1 11, nor2_1 46, clkbuf_16 17, mux2_2 9
-- how the worst min path moves through the flow --
stage	startpoint	endpoint	slack (ns)	depth (start not counted)
finish	partial[14]	out[13]	0.43	0
global route	partial[14]	out[13]	0.44	0
CTS	partial[10]	out[9]	0.43	0
Power figures rest on the tool's default switching activity, not on a simulated workload.
