`design/flow/constraint.sdc`:
```
current_design signed32bitgeneric

set clk_period 14.8
set clk_io_pct 0.2

create_clock -name clk0 -period $clk_period [get_ports {clk}]

set non_clock_inputs [all_inputs -no_clocks]
set_input_delay [expr $clk_period * $clk_io_pct] -clock clk0 $non_clock_inputs
set_output_delay [expr $clk_period * $clk_io_pct] -clock clk0 [all_outputs]
```
`design/flow/config.mk`:
```
export PLATFORM = sky130hd
export DESIGN_NAME = signed32bitgeneric
export DESIGN_NICKNAME = signed32bitgeneric
export VERILOG_FILES = /design/flow/design.v
export SDC_FILE = /design/flow/constraint.sdc
export NUM_CORES = 4
export LEC_CHECK = 1
export CORE_UTILIZATION = 40
```
`design/flow/run.sh`:
```
#!/bin/bash
# OpenROAD 26Q1-2900-gdf79404cd8, Yosys 0.63+post, stock flow scripts
make -C /OpenROAD-flow-scripts/flow DESIGN_CONFIG=/design/flow/config.mk WORK_HOME=/design/flow/orfs finish
```
`design/flow/design.v`:
```
module signed32bitgeneric #(parameter N =32) (
  input  signed [N-1:0] a, x,
  input clk,
  output reg signed [(2*N)-1:0] out
);
  reg [$clog2(N):0] step = 0;
  reg signed [(2*N)-1:0] partial;
	reg signed [(2*N)-1:0] temp_partial;
  always @(posedge clk) begin
    if (step == 0) begin
      partial <= {{(N){1'b0}}, x};
      step <= 1;
    end else begin
      temp_partial = partial;  
      if (temp_partial[0] == 1'b1) begin
        if (step == N)  
          temp_partial[(2*N)-1:N] = temp_partial[(2*N)-1:N] - a;
        else
          temp_partial[(2*N)-1:N] = temp_partial[(2*N)-1:N] + a;
      end
      temp_partial = temp_partial >>> 1;
      partial <= temp_partial;  
      if (step == N) begin
        out <= temp_partial;
        step <= 0;
      end else begin
        step <= step + 1;
      end
    end
  end
endmodule   
```
==> flow_metrics.tcl <==
# implementation run metrics
set metrics [dict create \
    outcome "finished clean" \
    design.portCount 129 \
    drt_iter0_markers 303 \
    first_pass_grt_wire_length_um 27000 \
    post_drt_via_cell_ratio 5.20 \
    warning_count 26 \
    timing.critical_path.max_delay_family "AND-OR/OR-AND gates" \
    timing_worst_setup_path_type "primary input to flip-flop" \
    grt_util_all_layers_pct 19.8 \
    tightest_slew_ns 0.725 \
    synth.lib_cells_used.distinct 72 \
    fillers 1487 \
    achievable-frequency_mhz 149 \
    cts_buffer_depth 2 \
    grt_antenna_before_repair 0 \
    synth_seq_share_pct 46.1 \
    yosys_most_used_dff "sky130_fd_sc_hd__dfxtp_1" \
    seq_power_share_pct 45.4 \
    drc 0 \
    routed_wirelength_um 16900 \
    post_cts_hold_buffer_count 0 \
    yosysWarnings 1 \
    drive_gt1_share_pct 7.87 \
    cts_root_buf "sky130_fd_sc_hd__clkbuf_16" \
    htree_num_levels 4 \
    clkLatencyLatePin_ns 0.42 \
    area_reported_by_yosys_stat_mm2 0.00710 \
    clk_pin_slew_ns 0.06 \
    hold_path_class "flip-flop to flip-flop" \
    cts_post_setup_buffers_inserted 0 \
    final_period_minus_worst_setup_slack_ns 6.73 \
    edf_count 63 \
    avgRoutedWirePerCell_um 15.2 \
    routed-via-count 5803 \
    dp_hpwl_um 12200 \
    cts.repair.resized 0 \
    fp.dieArea_mm2 0.0183 \
    power.total_mw 0.834 \
    floorplan_core_area_mm2 0.0173 \
    finalCoreUtilization_pct 53.0 \
    report.final.setup_viol 0 \
    timing.critical_path.mode_cell "sky130_fd_sc_hd__a21o_1" \
    cellInternalPower_mw 0.631 \
    grt_max_degree 52 \
    syn_inst 755 \
    critical-path-max-stage-delay_ns 0.64 \
    drt_pass1_iterations 5 \
    timing.critical_path.slowest_stage_cell "sky130_fd_sc_hd__or4_1" \
    detail-route-antenna-nets 0 \
    timing.final.crit_share_pct 45.5 \
    num_antenna_cells 0 \
    slew_headroom_pct 51.5 \
    mi_logic_area_mm2 0.00363 \
    power.switching_mw 0.203 \
    ys_async_sr_fraction_pct 0 \
    syn-mean-instance-area_um2 9.40 \
    post-route-cell-area_mm2 0.00916 \
    timing.max_cap.violations 0 \
    critPathCaptureType "flip-flop" \
    yosysCellCount 755 \
    cts_tree "done" \
    synth.cell_area_mm2 0.00710 \
    worstPathMaxFanout 8 \
    p_sw_share_pct 24.3 \
    worst_ep_required_time_ns 14.96 \
    clock_sinks 132 \
    final.hold.worst_slack_ns 0.430 \
    critPathBufInv 2 \
    clkPwrFrac_pct 48.4 \
    unrepaired_setup_endpoints_after_global_routing "false" \
    cp_cell_sequence "clkdlybuf4s50_1 -> or4_1 -> nor2_2 -> inv_1 -> o31a_1 -> xnor2_1 -> ha_1 -> a21o_1 -> a21o_1 -> a2111o_1 -> a41oi_2 -> and2b_1 -> a211oi_1 -> or3_1" \
    clock_skew_ns 0.0177 \
    synth_flop_count 132 \
    fp_util_pct 41.0 \
    total_cell_area_at_the_placement_stage_mm2 0.00858 \
    finalWeightedCongestion 0.915 \
    grt_pass1_vias 5338 \
    finalSetupTns_ns 0 \
    dieWidth_um 135 \
    max-vdd-ir-drop_mv 0.0737 \
    floorplan.rows 48 \
    timing.reg2reg.setup_slack_ns 9.45 \
    pwr-share-comb_pct 6.2 \
    most_numerous_logic_cell_after_layout "sky130_fd_sc_hd__nand2_1" \
    leakage_nw 3.55 \
    worst_ep_arrival_time_ns 6.89 \
    timing.critical_path.from_type "primary input" \
    gr-total-overflow 0 \
    slew_viol_final 0 \
    powerDensity_mw_per_mm2 91.1 \
    io_buffers 128 \
    number_of_cts_inserted_buffers 17 \
    most-common-layout-cells "sky130_fd_sc_hd__nand2_1 (149), sky130_fd_sc_hd__clkdlybuf4s50_1 (128), sky130_fd_sc_hd__dfxtp_1 (69)" \
    hold_violations 0 \
    layout-area-overhead-vs-synth_pct 29.1 \
    height_of_the_die_um 135 \
    register_cell_area_after_layout_mm2 0.00327 \
]
-- power by group through the flow --
stage | clock network, mW | logic, mW | registers, mW
after global routing | 0.431 | 0.0563 | 0.379
final | 0.404 | 0.0515 | 0.379
after CTS | 0.414 | 0.0513 | 0.379
-- state kept, by name, summed over array words and instances, names as in the netlist --
signal	count
out	63
step	6
partial	63
-- synth_stat cells, types with 4 or more instances --
cell                         n  area (um2)
sky130_fd_sc_hd__nor2b_1    13        81.3
sky130_fd_sc_hd__a211oi_1    5        37.5
sky130_fd_sc_hd__nand2b_1   12        75.1
sky130_fd_sc_hd__nor2_1     47         176
sky130_fd_sc_hd__edfxtp_1   63        1890
sky130_fd_sc_hd__inv_1      20        75.1
sky130_fd_sc_hd__xnor2_1    23         201
sky130_fd_sc_hd__a31oi_1     5        31.3
sky130_fd_sc_hd__a21oi_1    56         280
sky130_fd_sc_hd__dfxtp_1    69        1380
sky130_fd_sc_hd__o31ai_1     9        67.6
sky130_fd_sc_hd__or3_1       6        37.5
sky130_fd_sc_hd__nand4_1     9        56.3
sky130_fd_sc_hd__o21a_1      6        45.0
sky130_fd_sc_hd__mux2i_1     6        60.1
sky130_fd_sc_hd__or4_1       4        30.0
sky130_fd_sc_hd__nand3_1    13        65.1
sky130_fd_sc_hd__xor2_1     19         166
sky130_fd_sc_hd__nand2_1   149         559
sky130_fd_sc_hd__a21o_1     11        82.6
sky130_fd_sc_hd__clkbuf_1   25        93.8
sky130_fd_sc_hd__mux2_2      9         101
sky130_fd_sc_hd__ha_1       34         425
sky130_fd_sc_hd__o211ai_1    6        45.0
sky130_fd_sc_hd__and3_1     11        68.8
sky130_fd_sc_hd__a21boi_0    4        30.0
sky130_fd_sc_hd__o21ai_0    29         145
sky130_fd_sc_hd__and2_1     16         100
sky130_fd_sc_hd__nor3_1     13        65.1
-- stage by stage --
stage | cells | setup WS, ns
final | 1115 | 8.07
after floorplan | 755 | 8.39
after detailed placement | 1083 | 7.62
after global placement | 1083 | 7.69
after global routing | 1115 | 7.86
after CTS | 1115 | 8.05
-- per-layer routing --
layer	GRT usage (%)	vias to the layer above	wire length [um]
met5	0	-	0
met4	2.37	0	158
met3	4.47	12	1270
met2	27.0	223	6840
met1	34.0	2608	8680
li1	-	2960	-
-- cell families after synthesis --
family                     count (synthesis)  share of synthesized area, %
and+or+nand+nor                          310                          20.5
AOI/OAI and AO/OA                        169                          16.2
DFF                                      132                          46.1
buffers and inverters                     50                          2.82
xor gates and xnor gates                  43                          5.41
adders and majority gates                 35                          6.28
muxes                                     16                          2.59
-- layout make-up --
| class | instances | area share [%] |
|---|---|---|
| sequential | 132 | 35.7 |
| timing repair buffer | 133 | 14.4 |
| clock buffer | 17 | 4.64 |
| multi-input combinational | 573 | 39.7 |
| clock inverter | 15 | 1.65 |
| tap | 225 | 3.07 |
| inverter | 20 | 0.820 |
-- worst register-to-register path, delay by kind of cell (launching register included) --
family / cells / cell delay (ns)
xor+xnor: 1 / 0.17
simple gates: 4 / 1.37
flops: 1 / 0.34
mux: 1 / 0.14
compound gates: 5 / 1.21
buf+inv: 3 / 1.39
fa+ha+maj: 2 / 0.49
-- final timing paths --
| check | start | end | cells after the start |
|---|---|---|---|
| worst max-delay path | a[12] | out[60] | 14 |
| worst min-delay path | partial[14] | out[13] | 0 |
| worst max register to register | step[0] | out[60] | 16 |
| worst min register to register | partial[14] | out[13] | 0 |
Power and IR drop assume default switching activity.
